==> design.v <==
`timescale 1ns/1ps
module apb_master #(
    parameter DATA_WIDTH = 32,
    parameter ADDR_WIDTH = 32
) (
    input logic transfer,
    input logic [ADDR_WIDTH-1:0] transfer_addr,
    input logic [DATA_WIDTH-1:0] transfer_wdata,
    input logic transfer_write,
    output logic psel,
    output logic penable,
    output logic pwrite,
    output logic [DATA_WIDTH-1:0] pwdata,
    output logic [ADDR_WIDTH-1:0] paddr,
    input logic pclk,
    input logic presetn,
    input logic pready,
    input logic pslverr,
    input logic [DATA_WIDTH-1:0] prdata
);
    typedef enum logic [1:0] { 
        IDLE,
        SETUP,
        ACCESS
     } state_t;
     state_t state_current, state_next;
     logic [DATA_WIDTH-1:0] data_current, data_next;
     logic [ADDR_WIDTH-1:0] addr_current, addr_next;
     logic write_current, write_next;
    always_comb begin
        state_next = state_current;
        psel = 1'b0;
        penable = 1'b0;
        pwrite = write_current;
        pwdata = data_current;
        paddr = addr_current;
        addr_next = addr_current;
        data_next = data_current;
        write_next = write_current;
        case(state_current)
            IDLE: begin
                if(transfer) begin 
                    state_next = SETUP;
                    addr_next = transfer_addr;
                    data_next = transfer_wdata;
                    write_next = transfer_write;
                end else begin
                    state_next = IDLE;
                end
            end
            SETUP: begin
                psel = 1'b1;
                penable = 1'b0;
                state_next = ACCESS;
            end
            ACCESS: begin
                psel = 1'b1;
                penable = 1'b1;
                if(pready) begin
                    state_next = IDLE;
                end else begin
                    state_next = ACCESS;
                end
            end
            default: begin
                state_next = IDLE;
            end
        endcase
    end
     always_ff @(posedge pclk or negedge presetn) begin
        if(!presetn) begin
            state_current <= IDLE;
            addr_current <= '0;
            data_current <= '0;
            write_current <= 1'b0;
        end else begin
            state_current <= state_next;
            addr_current <= addr_next;
            data_current <= data_next;
            write_current <= write_next;
        end
     end
endmodule
==> run.sh <==
#!/bin/bash
# OpenROAD 26Q1-2900-gdf79404cd8, Yosys 0.63+post, stock flow scripts
make -C /OpenROAD-flow-scripts/flow DESIGN_CONFIG=/design/flow/config.mk WORK_HOME=/design/flow/orfs finish
==> config.mk <==
export PLATFORM = sky130hd
export DESIGN_NAME = apb_master
export DESIGN_NICKNAME = apb_master
export VERILOG_FILES = /design/flow/design.v
export SDC_FILE = /design/flow/constraint.sdc
export NUM_CORES = 4
export LEC_CHECK = 1
export CORE_UTILIZATION = 40
==> constraint.sdc <==
current_design apb_master

set clk_period 4.0
set clk_io_pct 0.2

create_clock -name clk0 -period $clk_period [get_ports {pclk}]

set non_clock_inputs [all_inputs -no_clocks]
set_input_delay [expr $clk_period * $clk_io_pct] -clock clk0 $non_clock_inputs
set_output_delay [expr $clk_period * $clk_io_pct] -clock clk0 [all_outputs]
==> flow_summary.ini <==
; physical design summary
[clock_network]
cts_num_sinks = 68
cts_root_buffer = clkbuf_8
clk_latency_ps = 330
cts_resized = 0
clk_pin_slew_worst_paths_ps = 70
cts-hold-fix-buffers = 0
cts_buffers = 9
cts_tree = done
clockBufferDepth = 2
ctsHtreeMaxLevel = 3
postCtsSetupRepairBufs = 0

[critical_path]
endpoint_kind = register
cp.required_ps = 4220
crit_path_cell_trace = clkdlybuf4s50_1 > and2_4 > buf_12 > mux2_2
worstSetupStartpointType = primary input
crit_family = buffers and inverters
startpoint = transfer
path_max_fanout = 34
cp.arrival_ps = 2480
cp_num_buf_inv = 2
cpPeakStageDelay_ps = 510
r2r_slack_ps = 2160
crit_slowest_cell = and2_4
r2r-start = state_current[0]
critical_path_class = primary input to register

[logic_synthesis]
synth_area_per_cell_um2 = 18.5
ys_cells = 147
ys.flops = 68
synthesis.area_um2 = 2720
synth.distinct_cells = 13
yosys_area_um2 = 2720
synth_cells = 147
ys_seq_frac = 0.626
synth_warnings = 1

[final_timing]
finalSetupViolations = 0
finalClockPeriodUsage = 0.566
setup_tns_ps = 0
tightest_slew_ps = 708
drv_slew = 0
hold_slack_ps = 344
fmax_ghz = 0.442
maxSlewHeadroom = 0.528
rsz0062_at_grt = false
finalHoldViolCount = 0
min_period_ps = 2260
finalClockSkew_ps = 5.46

[drt]
route.vias.total = 1735
avgViaCountPerCell = 4.70
drtIter0Drc = 90
diodes = 0
drc = 0
dr.pass1.iters = 22
drt-total-wl_um = 5670
wl_per_cell_um = 15.4
ant_nets = 0

[finish]
fin_util = 0.659
syn_to_final_growth_pct = 56.5
drive_gt1_frac = 0.288
fillers = 489

[floorplanning]
num_rows = 29
ioPinCount = 169
core_area_um2 = 6460
fp_util = 0.421
die_w_um = 84.5
die_h_um = 84.5
dieArea_um2 = 7140

[grt]
track_usage = 0.172
antenna_found_initial = 0
grt_pass1_wl_um = 9120
grt-ovfl-total = 0
grt_start_max_net_pins = 57
first_global_vias = 1755

[pwr]
clkPwrFrac = 0.173
power_density_nw_per_um2 = 663
power_uw = 2830
p_sw_frac = 0.207
share_seq_of_total_power = 0.421
p_leak_uw = 0.00184
internal-power_uw = 2240
p_comb_frac = 0.406
peakVddDrop_v = 0.000299
power_switching_uw = 584

[flow_run]
warning_count = 59
cap_viol_max_count = 0

[place]
gp_congestion = 0.711
place_hpwl_um = 3830
io_buffers = 135

[status]
status = completed

[worst_hold_path]
hold_class = primary input to asynchronous set/reset pin
## flip-flops by register name, indices dropped and copies added, names as in the netlist
| register | flops |
|---|---|
| addr_current | 32 |
| data_current | 32 |
| state_current | 3 |
| write_current | 1 |
## final timing paths
path                                         end  cells after the start
worst max register to register  data_current[31]                      3
worst min register to register  state_current[1]                      1
max in group asynchronous        data_current[9]                      2
min in group clk0               state_current[1]                      1
worst max-delay path            data_current[31]                      4
worst min-delay path            addr_current[12]                      1
## cell families after synthesis
kind of cell	after synthesis	share of synthesized area
compound gates	2	0.00460
buf+inv	9	0.0400
mux	65	0.323
simple gates	3	0.00690
flops	68	0.626
## power by group through the flow
stage         clock network, uW  registers [uW]  logic [uW]
finish                      487            1190        1150
global route                541            1240        1230
CTS                         513            1190        1170
## synth_stat cells (all sizes together)
| cell | instances | area [um^2] |
|---|---|---|
| o21ai | 1 | 5.00 |
| a21o | 1 | 7.51 |
| and2 | 1 | 8.76 |
| or2 | 1 | 6.26 |
| nand2 | 1 | 3.75 |
| dfstp | 1 | 26.3 |
| inv | 2 | 7.51 |
| mux2 | 65 | 878 |
| buf | 7 | 101 |
| dfrtp | 67 | 1680 |
## layout make-up
| cell class | count | area, um^2 | share of cell area |
|---|---|---|---|
| Sequential cell | 68 | 1700 | 0.400 |
| Timing Repair Buffer | 137 | 1370 | 0.323 |
| Multi-Input combinational cell | 70 | 910 | 0.214 |
| Clock buffer | 13 | 159 | 0.0373 |
| Tap cell | 77 | 96.3 | 0.0226 |
| Clock inverter | 2 | 10.0 | 0.00235 |
| Inverter | 2 | 7.51 | 0.00176 |
## metrics by stage
step | area [um^2] | setup WS [ps] | std cells
after floorplan | 2720 | 2350 | 147
after global routing | 4260 | 1660 | 369
after CTS | 4260 | 1720 | 369
final | 4260 | 1740 | 369
after global placement | 4090 | 1370 | 354
after detailed placement | 4090 | 1360 | 354
## placed cells by master (no fill, tap or decap)
| master | instances |
|---|---|
| and2_4 | 1 |
| mux2_4 | 39 |
| dfstp_2 | 1 |
| buf_2 | 1 |
| clkinv_2 | 2 |
| clkbuf_1 | 2 |
| nand2_1 | 1 |
| clkbuf_8 | 11 |
| inv_1 | 2 |
| mux2_2 | 26 |
| clkdlybuf4s50_1 | 134 |
| o21ai_0 | 1 |
| a21o_1 | 1 |
| buf_4 | 1 |
| or2_2 | 1 |
| dfrtp_1 | 67 |
| buf_12 | 1 |
## layer usage
metal | GRT usage | routed length, um | vias to the layer above
li1 | - | - | 790
met1 | 0.275 | 2370 | 841
met2 | 0.237 | 2560 | 79
met3 | 0.0707 | 622 | 25
met4 | 0.0293 | 123 | 0
met5 | 0 | 0 | -
Power figures rest on the tool's default switching activity, not on a simulated workload.
